File: flow/run.sh
#!/bin/bash
# OpenROAD 26Q1-2900-gdf79404cd8, Yosys 0.63+post, stock flow scripts
make -C /OpenROAD-flow-scripts/flow DESIGN_CONFIG=/design/flow/config.mk WORK_HOME=/design/flow/orfs finish
File: flow/config.mk
export PLATFORM = sky130hd
export DESIGN_NAME = alu_64bit
export DESIGN_NICKNAME = alu_64bit
export VERILOG_FILES = /design/flow/design.v
export SDC_FILE = /design/flow/constraint.sdc
export NUM_CORES = 4
export LEC_CHECK = 1
export CORE_UTILIZATION = 40
File: flow/constraint.sdc
current_design alu_64bit

set clk_period 48.1
set clk_io_pct 0.2

create_clock -name clk0 -period $clk_period

set non_clock_inputs [all_inputs -no_clocks]
set_input_delay [expr $clk_period * $clk_io_pct] -clock clk0 $non_clock_inputs
set_output_delay [expr $clk_period * $clk_io_pct] -clock clk0 [all_outputs]
File: flow/design.v
`timescale 10ps/1fs
module alu_1bit (a, b, out, Cin, Cout, en);
	input logic [2:0] en;
	input logic  a, b, Cin;
	output logic out, Cout;
	logic [3:0] result;
	logic bBar, actualB;
	and #5 and1 (result[0], b, a);
	or  #5 or1  (result[1], b, a);
	xor #5 xor1 (result[2], b, a);
	not #5 not1 (bBar, b);
	fullAdder_1bit submodule1 (.a, .b(actualB), .out(result[3]), .Cin, .Cout);
	mux2_1 mux1 (.in({bBar, b}), .sel(en[0]), .out(actualB));
	mux8_1  submodule2 (.in({1'b0, result[2:0], result[3], result[3], 1'b0, b}), .sel(en[2:0]), .out);		
endmodule
module alu_1bit_testbench();
	logic a, b, Cin;
	logic out, Cout;
	logic [2:0] en;
	logic bBar;
	alu_1bit dut (.a, .b, .out, .Cin, .Cout, .en);
	integer i;
	initial begin
		a = 1'b0; b = 1'b0; Cin = 1'b0; bBar = ~b; #100;
		$display("%t testing addition", $time);
			en = 3'b010; #100;
			for(i=0; i<8; i++) begin
					{a, b, Cin} = i; bBar = ~b; #100;
			end
		$display("%t testing subtraction", $time);
			a = 1'b0; b = 1'b0; Cin = 1'b0; #100;
			en = 3'b011; #100;
			for(i=0; i<8; i++) begin
				{a, b, Cin} = i; bBar = ~b; #100;
			end
		$display("%t testing and", $time);
			a = 1'b0; b = 1'b0; Cin = 1'b0; #100;
			en = 3'b100; #100;
			for(i=0; i<8; i++) begin
				{a, b, Cin} = i; #100;
			end
		$display("%t testing or", $time);
			a = 1'b0; b = 1'b0; Cin = 1'b0; #100;
			en = 3'b101; #100;
			for(i=0; i<8; i++) begin
				{a, b, Cin} = i; #100;
			end
		$display("%t testing xor", $time);
			a = 1'b0; b = 1'b0; Cin = 1'b0; #100;
			en = 3'b110; #100;
			for(i=0; i<8; i++) begin
				{a, b, Cin} = i; #100;
			end
	end
endmodule
`timescale 10ps/1fs
module alu_64bit (a, b, cntrl, result, negative, zero, overflow, carry_out);
	input logic [63:0] a;
	input logic [63:0] b;
	input logic [2:0] cntrl;
	output logic [63:0] result;
	output logic negative, zero, overflow, carry_out;
	wire [63:0] w;
	alu_1bit firstAlu (.a(a[0]), .b(b[0]), .out(result[0]), .Cin(cntrl[0]), .Cout(w[0]), .en(cntrl[2:1]));
	genvar i;
	generate 
		for (i = 1; i < 63; i++) begin: makeAlu
			alu_1bit largeAlu (.a(a[i]), .b(b[i]), .out(result[i]), .Cin(w[i - 1]), .Cout(w[i]), .en(cntrl[2:1]));
		end
	endgenerate
	alu_1bit sixtyFourthAlu (.a(a[63]), .b(b[63]), .out(result[63]), .Cin(w[62]), .Cout(carry_out), .en(cntrl[2:1]));
	zero_flag check (.result, .checkZero(zero));
	assign negative = result[63];
	xor #5 overflowCheck (overflow, carry_out, w[62]);
endmodule
`timescale 10ps/1fs
module fullAdder_1bit(a, b, out, Cin, Cout);
	input logic a, b, Cin;
	output logic out, Cout;
	logic [3:0] x, w;
	xor #5 xor1 (out, b, a, Cin);
	and #5 and1 (w[1], a, b);
	and #5 and2 (w[2], a, Cin);
	and #5 and3 (w[3], b, Cin);
	or  #5 or1  (Cout, w[1], w[2], w[3]);  
endmodule 
module fullAdder_1bit_testbench();
	logic a, b, out, Cin, Cout;
	fullAdder_1bit dut (.a, .b, .out, .Cin, .Cout);
	integer i;
	initial begin
		for(i=0; i<8; i++) begin
			{a, b, Cin} = i; #100;
		end
	end
endmodule
`timescale 10ps/1fs
module mux2_1 (in, sel, out);
	input logic [1:0] in;
	input logic sel;
	output logic out;
	wire [2:0] w;
	not #5 not1 (w[0], sel);
	and #5 and1 (w[1], w[0], in[0]);
	and #5 and2 (w[2], sel, in[1]);
	or  #5 or1  (out, w[1], w[2]);
endmodule
module mux2_1_testbench();
	logic [1:0] in;
	logic sel;
	logic out;
	mux2_1 dut (.in, .sel, .out);
	initial begin 
		sel = 0; in[0] = 0; in[1] = 0; #100;
		         in[0] = 1;				 #100;
		sel = 1; in[0] = 0;            #100;
		         in[0] = 1;            #100;
		                    in[1] = 1; #100;
	end
endmodule
`timescale 10ps/1fs
module mux8_1 (in, sel, out);
	input logic [7:0] in;
	input logic [2:0] sel;
	output logic out;
	logic [1:0] mout;
   mux_4_1 mux1 (.in(in[3:0]), .sel(sel[1:0]), .out(mout[0]));
	mux_4_1 mux2 (.in(in[7:4]), .sel(sel[1:0]), .out(mout[1]));
	mux2_1 mux3 (.in(mout[1:0]), .sel(sel[2]), .out(out));
endmodule
module mux8_1_testbench();
	logic [7:0] in;
	logic [2:0] sel;
	logic out;
	mux8_1 dut (.in, .sel, .out);
	integer i;
	initial begin 
		sel[2:0] = 3'b000;
		in[7:0] = 8'b00000000;
		for(i=0; i<9; i++) begin
			{sel[2], sel[1], sel[0]} = i; #100;
			in = 8'b00000001; #100;
			in = 8'b00000010; #100;
			in = 8'b00000100; #100;
			in = 8'b00001000; #100;
			in = 8'b00010000; #100;
			in = 8'b00100000; #100;
			in = 8'b01000000; #100;
			in = 8'b10000000; #100;
		end
	end
endmodule
`timescale 10ps/1fs
module mux_4_1(in, sel, out);
	input logic [3:0] in;
	input logic [1:0] sel;
	output logic out;
	wire[5:0] w;
	not #5 not1 (w[0], sel[0]);
	not #5 not2 (w[1], sel[1]);
	and #5 and1 (w[2], in[0], w[0], w[1]);
	and #5 and2 (w[3], in[1], sel[0], w[1]);
	and #5 and3 (w[4], in[2], w[0], sel[1]);
	and #5 and4 (w[5], in[3], sel[0], sel[1]);
	or  #5 or1  (out, w[2], w[3], w[4], w[5]);
endmodule
module mux_4_1_testbench();
	logic [3:0] in;
	logic [1:0] sel;
	logic out;
	mux_4_1 dut (.in, .sel, .out);
	initial begin
	in[0] = 0; in[1] = 0; in[2] = 0; in[3] = 0; sel[0] = 0; sel[1] = 0; #100;
	in[0] = 1;																			  #100;
	in[0] = 0;																			  #100;
	                                            sel[0] = 1;				  #100;
	           in[1] = 1;															  #100;
	           in[1] = 0;															  #100;
	sel[0] = 0;                                             sel[1] = 1; #100;
	                      in[2] = 1;                                    #100;
	                      in[2] = 0;                                    #100;
	                                            sel[0] = 1;             #100;
	                                 in[3] = 1;                         #100;
	                      in[2] = 1; in[3] = 0;                         #100;
	end
endmodule
`timescale 10ps/1fs
module nor_16x1(result, checkZero);
	input logic [15:0] result;
   output logic checkZero;
	logic [3:0] x;
	or #5 or1 (x[0], result[3], result[2], result[1], result[0]);
	or #5 or2 (x[1], result[7], result[6], result[5], result[4]);
	or #5 or3 (x[2], result[11], result[10], result[9], result[8]);
	or #5 or4 (x[3], result[15], result[14], result[13], result[12]);
	nor #5 nor1 (checkZero, x[0], x[1], x[2], x[3]);
endmodule
module nor_16x1_testbench();
	logic [15:0] result;
	logic checkZero;
   nor_16x1 dut (.result, .checkZero);
	integer i;
	initial begin 
		result = 16'h0000; #100;
		for(i=0; i<255; i++) begin
			result=i; #100;
			result[15:8]=i; result[7:0]=8'h00; #100;
		end
	end
endmodule
`timescale 10ps/1fs
module zero_flag(result, checkZero);
	input logic [63:0] result;
	output logic checkZero;
   logic [3:0] norTemp;
	nor_16x1 nor1 (result[15:0], norTemp[0]);
	nor_16x1 nor2 (result[31:16], norTemp[1]);
	nor_16x1 nor3 (result[47:32], norTemp[2]);
	nor_16x1 nor4 (result[63:48], norTemp[3]);
	and #5 and1 (checkZero, norTemp[0], norTemp[1], norTemp[2], norTemp[3]);
endmodule
module zero_flag_testbench();
	logic [63:0] result;
	logic checkZero;
	zero_flag dut (.result, .checkZero);
	integer i;
	initial begin 
		result = 64'h0000000000000000; #100;
		result = 64'hFFFFFFFFFFFFFFFF; #100;
		for(i=0; i<100; i++) begin
			result=i; #100;
		end
	end
endmodule
==> impl_metrics.py <==
# Flow results
metrics = {
    "die": {
        "rows": 35,
        "die_y_um": 101,
        "die_w_um": 101,
        "core_area_um2": 9370,
        "die_area_um2": 10200,
        "ios": 199,
        "fp_util_pct": 41.7,
    },
    "global_route": {
        "antenna_found_initial": 1,
        "grt_pass1_wl_um": 19200,
        "track_usage_pct": 27.0,
        "grt_pass1_vias": 3484,
        "overflow": 0,
        "grt_max_degree": 44,
    },
    "synth": {
        "ys_types": 23,
        "yosys_area_um2": 3910,
        "ys_cells": 381,
        "netlist_instances": 381,
        "ys_warn_count": 64,
        "postSynthSeqShare_pct": 0,
        "syn_area_per_cell_um2": 10.3,
        "netlist_area_um2": 3910,
    },
    "place": {
        "gp_congestion": 0.993,
        "place_area_um2": 5550,
        "io_buffers": 199,
        "dp_hpwl_um": 11400,
    },
    "setup_path": {
        "required_ns": 38.48,
        "crit_family": "adder cells",
        "crit_top_cell": "fa_1",
        "crit_type": "in2out",
        "worst-path-max-fanout": 22,
        "startpoint_type": "primary input",
        "crit_buf_inv": 4,
        "endpoint_kind": "output port",
        "max_stage_delay_ns": 0.52,
        "cp.arrival_ns": 37.55,
        "cpMaxStageDelayCell": "clkdlybuf4s50_1",
    },
    "layout": {
        "area_growth_pct": 41.8,
        "drive_above_1_share_pct": 13.7,
        "lay_top_count": "clkdlybuf4s50_1",
        "final.fill_count": 791,
        "final_cell_mix": "clkdlybuf4s50_1 (198), inv_1 (67), fa_1 (64), ha_1 (64), mux2_2 (62)",
        "post-route-util_pct": 59.2,
        "n_clock_buffer": 0,
        "regArea_um2": 0,
        "ff_count": 0,
        "finalInstanceArea_um2": 5550,
    },
    "route": {
        "wl_um": 12800,
        "vias": 3144,
        "drt_pass1_iterations": 4,
        "drc": 0,
        "wl_per_cell_um": 20.0,
        "drt-vias-per-instance": 4.92,
        "drtAntennaViolNets": 0,
        "drtIter0Drc": 72,
        "num_antenna_cells": 0,
    },
    "timing": {
        "hold_viol_final": 0,
        "slew_violations": 0,
        "slew_headroom_pct": 50.4,
        "period_minus_slack_ns": 47.17,
        "timing.final.crit_share_pct": 98.1,
        "setup_violations": 0,
        "timing.fmax_mhz": 21.2,
        "setup-tns-final_ns": 0,
        "tightestPinTransition_ns": 0.744,
        "rsz0062_at_grt": "false",
    },
    "pwr": {
        "power_frac_clock_pct": 0,
        "p_total_mw": 0.0893,
        "irDropWorstVdd_uv": 7.85,
        "p_per_area_nw_per_um2": 16.1,
        "internal_power_mw": 0.0545,
        "sequentialPowerShare_pct": 0,
        "swShare_pct": 39.0,
        "p_sw_mw": 0.0349,
        "comb_power_share_pct": 100.0,
        "power_leakage_nw": 2.44,
    },
    "run_status": {
        "status": "finished clean",
    },
    "clock_network": {
        "cts_hold_buffers": 0,
        "cts_resized": 0,
        "postCtsSetupRepairBufs": 0,
    },
    "job": {
        "tool_warnings": 33,
        "drv_cap": 0,
    },
    "min_path": {
        "hold_class": "in2out",
    },
}
-- power by group through the flow --
| stage | logic (mW) | registers, mW | clock network (mW) |
|---|---|---|---|
| CTS | 0.0902 | 0 | 0 |
| global route | 0.0990 | 0 | 0 |
| finish | 0.0893 | 0 | 0 |
-- path summary, 6_finish.rpt --
kind | startpoint | endpoint | depth (start not counted)
setup / recovery | cntrl[1] | zero | 73
hold / removal | cntrl[2] | result[61] | 3
-- worst min-delay path, cell delays in order --
cell             delay, ns
buf_2                 0.33
mux2_2                0.37
clkdlybuf4s50_1       0.39
-- stage by stage --
stage / instances / worst slack (ns) / hold WS, ns
5_1_grt: 639 / 0.0274 / 20.42
2_1_floorplan: 381 / 2.70 / 19.40
6_report: 639 / 0.932 / 20.36
3_3_place_gp: 639 / 1.33 / 20.36
4_1_cts: 639 / 0.852 / 20.35
3_5_place_dp: 639 / 0.960 / 20.36
-- kinds of logic after synthesis --
group	count (synthesis)	synth area share (%)
fa+ha+maj	128	53.2
buf+inv	140	20.0
xor+xnor	1	0.224
mux	62	17.9
compound gates	8	1.57
simple gates	42	7.13
-- cell type report --
type                            instances  area [um2]  share of cell area [%]
Multi-Input combinational cell        241        3130                    56.4
Tap cell                              129         161                    2.91
Inverter                               68         255                    4.60
Timing Repair Buffer                  201        2000                    36.1
-- synth_stat cells (2+ instances only) --
library cell | n | share of area, %
a22o_1 | 3 | 0.67
buf_2 | 7 | 0.90
buf_4 | 64 | 12
fa_1 | 64 | 33
ha_1 | 64 | 20
inv_1 | 68 | 6.5
mux2_2 | 62 | 18
nand2_1 | 2 | 0.19
nand4_1 | 6 | 0.96
nor2_1 | 3 | 0.29
nor3_1 | 3 | 0.38
nor4_1 | 18 | 2.9
nor4_2 | 3 | 0.96
o21ai_0 | 2 | 0.26
o22ai_1 | 2 | 0.32
or3_1 | 2 | 0.32
or4_1 | 2 | 0.38
-- metal layers --
layer | track usage [%] | wire length [um] | share of wire (%) | vias to the layer above
met5 | 0 | 12 | 0.094 | -
met4 | 0.557 | 36 | 0.28 | 2
met3 | 9.80 | 1460 | 11 | 4
met2 | 45.4 | 6140 | 48 | 168
met1 | 36.2 | 5140 | 40 | 1482
li1 | - | - | - | 1488
No activity file was given, so power comes from the tool's default toggle rates.
