### config.mk
export PLATFORM = sky130hd
export DESIGN_NAME = regfile
export DESIGN_NICKNAME = regfile
export VERILOG_FILES = /design/flow/design.v
export SDC_FILE = /design/flow/constraint.sdc
export NUM_CORES = 4
export LEC_CHECK = 1
export CORE_UTILIZATION = 40
### constraint.sdc
current_design regfile

set clk_period 11.6
set clk_io_pct 0.2

create_clock -name clk0 -period $clk_period

set non_clock_inputs [all_inputs -no_clocks]
set_input_delay [expr $clk_period * $clk_io_pct] -clock clk0 $non_clock_inputs
set_output_delay [expr $clk_period * $clk_io_pct] -clock clk0 [all_outputs]
### design.v
module D_FF (q, d, reset, clk);
	output reg q;
	input d, reset, clk;
	always_ff @(posedge clk)
	if (reset)
		q <= 0;  
	else
		q <= d;  
endmodule 
module D_FF_enable (q, d, en, clk);
	input logic d, en, clk;
	output logic q;
	logic outFromMux;
	logic [1:0] in;
	assign in[0] = q;
	assign in[1] = d;
	D_FF d0 (.q(q), .d(outFromMux), .reset(1'b0), .clk);
	mux2_1 theMux (.in(in[1:0]), .sel(en), .out(outFromMux));
endmodule 
module D_FF_enable_testbench();
	logic d, en, clk;
	logic q;
	D_FF_enable dut (.q, .d, .en, .clk);
	initial begin
		q=0; d=0; en=0; clk=0; #10;
		d=1; en=0; clk=0; #10;
		d=1; en=0; clk=1; #10;
		d=1; en=0; clk=0; #10;
		d=1; en=0; clk=1; #10;
		d=0; en=0; clk=0; #10;
		d=1; en=1; clk=0; #10;
		d=1; en=1; clk=0; #10;
		d=1; en=1; clk=1; #10;
		d=1; en=1; clk=0; #10;
		d=1; en=1; clk=1; #10;
		d=1; en=1; clk=0; #10;
		d=0; en=0; clk=0; #10;
		d=0; en=0; clk=0; #10;
		d=0; en=0; clk=1; #10;
		d=0; en=0; clk=0; #10;
		d=0; en=0; clk=1; #10;
		d=0; en=0; clk=0; #10;
	end
endmodule 
`timescale 10ps/1fs
module decode_1_2 (in, out, en);
	input logic in, en;
	output logic [1:0] out;
	wire w;
	not #5 not1 (w, in);
	and #5 and1 (out[0], en, w);
	and #5 and2 (out[1], en, in);
endmodule
module decode_1_2_testbench();
	logic in, en;
	logic [1:0] out;
	decode_1_2 dut (.in, .out, .en);
	initial begin 
		in = 1'b0; en = 1'b0; #100;
		           en = 1'b1; #100;
		in = 1'b1;            #100;
		           en = 1'b0; #100;
	end 
endmodule
`timescale 10ps/1fs
module decode_2_4(in, out, en) ;
	output logic [3:0] out;
	input logic [1:0] in;
	input en;
	wire [1:0] w;
	not #5 not1 (w[0], in[0]);
	not #5 not2 (w[1], in[1]);
	and #5 and1 (out[0], en, w[0], w[1]);
	and #5 and2 (out[1], en, in[0], w[1]);
	and #5 and3 (out[2], en, w[0], in[1]);
	and #5 and4 (out[3], en, in[0], in[1]);
endmodule
module decode_2_4_testbench();
	logic [3:0] out;
	logic [1:0] in;
	logic en;
	decode_2_4 dut (.in, .out, .en);
	initial begin 
		in[0] = 0; in[1] = 0; en = 1'b0; #100;
		                      en = 1'b1; #100;
		in[0] = 1;                       #100;
		in[0] = 0; in[1] = 1;            #100;
		in[0] = 1;                       #100;
		                      en = 1'b0; #100;
	end
endmodule 
module decode_3_8 (in, out, en);
	input logic [2:0] in;
	input logic en;
	output logic [7:0] out;
	wire [1:0] w;
	decode_1_2 submodule1 (.in(in[2]), .out(w[1:0]), .en(en));
	decode_2_4 submodule2 (.in(in[1:0]), .out(out[3:0]), .en(w[0]));
	decode_2_4 submodule3 (.in(in[1:0]), .out(out[7:4]), .en(w[1]));	
endmodule
module decode_3_8_testbench();
	logic [2:0] in;
	logic en;
	logic [7:0] out;
	decode_3_8 dut (.in, .out, .en);
	initial begin
		in[0] = 0;
		in[1] = 0;
		in[2] = 0;
		en = 1'b0;
		#100;
		en = 1'b1;
		#100;
		in[0] = 1;
		#100;
		in[0] = 0;
		in[1] = 1;
		#100;
		in[0] = 1;
		#100;
		in[0] = 0;
		in[1] = 0;
		in[2] = 1;
		#100;
		in[0] = 1;
		#100;
		in[0] = 0;
		in[1] = 1;
		#100;
		in[0] = 1;
		#100;
	end
endmodule
module decode_5_32 (in, out, en);
	input logic [4:0] in;
	input logic en;
	output logic [31:0] out;
	wire [3:0] w;
	decode_2_4 submodule1 (.in(in[4:3]), .out(w[3:0]), .en(en));
	decode_3_8 submodule2 (.in(in[2:0]), .out(out[7:0]), .en(w[0]));
	decode_3_8 submodule3 (.in(in[2:0]), .out(out[15:8]), .en(w[1]));
	decode_3_8 submodule4 (.in(in[2:0]), .out(out[23:16]), .en(w[2]));
	decode_3_8 submodule5 (.in(in[2:0]), .out(out[31:24]), .en(w[3]));
endmodule
module decode_5_32_testbench();
	logic [4:0] in;
	logic en;
	logic [31:0] out;
	decode_5_32 dut (.in, .out, .en);
	initial begin 
		in[0] = 0;
		in[1] = 0;
		in[2] = 0;
		in[3] = 0;
		in[4] = 0;
		en = 1'b0;
		#120;
		en = 1'b1;
		#120;
		in[1] = 1;
		#120;
		in[1] = 0;
		in[2] = 1;
		#120;
		in[1] = 1;
		#120;
		in[1] = 0;
		in[2] = 0;
		in[3] = 1;
		#120;
		in[1] = 1;
		#120;
		in[1] = 0;
		in[2] = 1;
		#120;
		in[1] = 1;
		#120;
		in[1] = 0;
		in[2] = 0;
		in[3] = 0;
		in[0] = 1;
		#120;
		in[1] = 1;
		#120;
		in[1] = 0;
		in[2] = 1;
		#120;
		in[1] = 1;
		#120;
		in[1] = 0;
		in[2] = 0;
		in[3] = 1;
		#120;
		in[1] = 1;
		#120;
		in[1] = 0;
		in[2] = 1;
		#120;
		in[1] = 1;
		#120;
		in[0] = 0;
		in[1] = 0;
		in[2] = 0;
		in[3] = 0;
		in[4] = 1;
		#120;
		in[1] = 1;
		#120;
		in[1] = 0;
		in[2] = 1;
		#120;
		in[1] = 1;
		#120;
		in[1] = 0;
		in[2] = 0;
		in[3] = 1;
		#120;
		in[1] = 1;
		#120;
		in[1] = 0;
		in[2] = 1;
		#120;
		in[1] = 1;
		#120;
		in[0] = 1;
		in[1] = 0;
		in[2] = 0;
		in[3] = 0;
		#120;
		in[1] = 1;
		#120;
		in[1] = 0;
		in[2] = 1;
		#120;
		in[1] = 1;
		#120;
		in[1] = 0;
		in[2] = 0;
		in[3] = 1;
		#120;
		in[1] = 1;
		#120;
		in[1] = 0;
		in[2] = 1;
		#120;
		in[1] = 1;
		#120;	
	end
endmodule
module mux16_1 (in, sel, out);
	input logic [15:0] in;
	input logic [3:0] sel;
	output logic out;
	wire [3:0] w;
	mux_4_1 submodule1 (.in(in[3:0]), .sel(sel[1:0]), .out(w[0]));
	mux_4_1 submodule2 (.in(in[7:4]), .sel(sel[1:0]), .out(w[1]));
	mux_4_1 submodule3 (.in(in[11:8]), .sel(sel[1:0]), .out(w[2]));
	mux_4_1 submodule4 (.in(in[15:12]), .sel(sel[1:0]), .out(w[3]));
	mux_4_1 submodule5 (.in(w[3:0]), .sel(sel[3:2]), .out(out));
endmodule
module mux16_1_testbench();
	logic [15:0] in;
	logic [3:0] sel;
	logic out;
	mux16_1 dut (.in, .sel, .out);
	initial begin 
		in = 16'b0000000000000000;
		sel[0] = 0;
		sel[1] = 0;
		sel[2] = 0;
		sel[3] = 0;
		#100;
		in = 16'b0000000000000001;
		#100;
		sel[2] = 1;
		#100;
		in = 16'b0000000000000000;
		#100;
		in = 16'b0000000000010000;
		#100;
		sel[1] = 1;
		#100;
		sel[0] = 1;
		sel[1] = 0;
		#100;
		in = 16'b0000000000100000;
		#100;
		sel[2] = 0;
		sel[3] = 1;
		#100;
	end
endmodule
`timescale 10ps/1fs
module mux2_1 (in, sel, out);
	input logic [1:0] in;
	input logic sel;
	output logic out;
	wire [2:0] w;
	not #5 not1 (w[0], sel);
	and #5 and1 (w[1], w[0], in[0]);
	and #5 and2 (w[2], sel, in[1]);
	or  #5 or1  (out, w[1], w[2]);
endmodule
module mux2_1_testbench();
	logic [1:0] in;
	logic sel;
	logic out;
	mux2_1 dut (.in, .sel, .out);
	initial begin 
		sel = 0; in[0] = 0; in[1] = 0; #100;
		         in[0] = 1;				 #100;
		sel = 1; in[0] = 0;            #100;
		         in[0] = 1;            #100;
		                    in[1] = 1; #100;
	end
endmodule
module mux32_1 (in, sel, out);
	input logic [31:0] in;
	input logic [4:0] sel;
	output logic out;
	wire [1:0] w;
	mux16_1 submodule_1 (.in(in[15:0]), .sel(sel[3:0]), .out(w[0]));
	mux16_1 submodule_2 (.in(in[31:16]), .sel(sel[3:0]), .out(w[1]));
	mux2_1  submodule_3 (.in(w[1:0]), .sel(sel[4]), .out(out));  
endmodule 
`timescale 10ps/1fs
module mux_4_1(in, sel, out);
	input logic [3:0] in;
	input logic [1:0] sel;
	output logic out;
	wire[5:0] w;
	not #5 not1 (w[0], sel[0]);
	not #5 not2 (w[1], sel[1]);
	and #5 and1 (w[2], in[0], w[0], w[1]);
	and #5 and2 (w[3], in[1], sel[0], w[1]);
	and #5 and3 (w[4], in[2], w[0], sel[1]);
	and #5 and4 (w[5], in[3], sel[0], sel[1]);
	or  #5 or1  (out, w[2], w[3], w[4], w[5]);
endmodule
module mux_4_1_testbench();
	logic [3:0] in;
	logic [1:0] sel;
	logic out;
	mux_4_1 dut (.in, .sel, .out);
	initial begin
	in[0] = 0; in[1] = 0; in[2] = 0; in[3] = 0; sel[0] = 0; sel[1] = 0; #100;
	in[0] = 1;																			  #100;
	in[0] = 0;																			  #100;
	                                            sel[0] = 1;				  #100;
	           in[1] = 1;															  #100;
	           in[1] = 0;															  #100;
	sel[0] = 0;                                             sel[1] = 1; #100;
	                      in[2] = 1;                                    #100;
	                      in[2] = 0;                                    #100;
	                                            sel[0] = 1;             #100;
	                                 in[3] = 1;                         #100;
	                      in[2] = 1; in[3] = 0;                         #100;
	end
endmodule
module regfile (ReadData1, ReadData2, WriteData, 
					 ReadRegister1, ReadRegister2, WriteRegister,
					 RegWrite, clk);
	input logic	[4:0] 	ReadRegister1, ReadRegister2, WriteRegister;
	input logic [63:0]	WriteData;
	input logic 			RegWrite, clk;
	output logic [63:0]	ReadData1, ReadData2;
	logic [63:0][31:0]   ffout;
	logic [31:0]         fromDecoder;
	logic [31:0][63:0]   insideReg;
	logic clk_bar;
	not clkinvert (clk_bar, clk);
	decode_5_32 Decoder (.in(WriteRegister[4:0]), .out(fromDecoder[31:0]), .en(RegWrite));
	genvar a;
	generate 
		for (a = 0; a < 64; a++) begin : eachMux
			mux32_1 largeMux1 (.in(ffout[a][31:0]), .sel(ReadRegister1[4:0]), .out(ReadData1[a]));
			mux32_1 largeMux2 (.in(ffout[a][31:0]), .sel(ReadRegister2[4:0]), .out(ReadData2[a]));
		end
	endgenerate 
	genvar i, j;
	generate
		for(i=0; i<31; i++) begin : eachReg  
			for(j=0; j<64; j++) begin : eachDff  
				D_FF_enable theReg (.q(insideReg[i][j]), .d(WriteData[j]), .en(fromDecoder[i]), .clk(clk_bar));
		   end
		end
	endgenerate 
	integer m, n, o;
	always_comb begin
		for(m=0; m<64; m++) 
			insideReg[31][m] = 0;
		for(n=0; n<32; n++)
			for(o=0; o<64; o++)
				 ffout[o][n] = insideReg[n][o];	
	end
endmodule
### run.sh
#!/bin/bash
# OpenROAD 26Q1-2900-gdf79404cd8, Yosys 0.63+post, stock flow scripts
make -C /OpenROAD-flow-scripts/flow DESIGN_CONFIG=/design/flow/config.mk WORK_HOME=/design/flow/orfs finish
==> flow_metrics.tcl <==
# collected from the flow reports
set metrics [dict create \
    avgSynthCellArea_um2 16.19 \
    seq_area_frac_synth_pct 63.44 \
    overflow 0 \
    yosys_warnings 2 \
    tightest_slew_ns 1.064 \
    grt_max_degree 229 \
    unclocked_pins 1984 \
    port_buffers 209 \
    finalSetupViolCount 0 \
    grt_pass1_vias 58989 \
    grt_usage_pct 28.16 \
    die_y_um 486.5 \
    yosys_area_mm2 0.09391 \
    warnings 54 \
    hold_buffers 0 \
    min_path_type "primary input to output pin" \
    combPwrFrac_pct 69.9 \
    dr.pass1.iters 6 \
    hold_viol 0 \
    peakVddDrop_uv 49.08 \
    swShare_pct 45.59 \
    post-route-period-util_pct 76.36 \
    finalCriticalPeriod_ns 8.858 \
    slew_headroom_pct 28.44 \
    status "finished clean" \
    fmax_mhz 112.9 \
    synth_cells 5801 \
    grt_use_met2_pct 41.86 \
    min_path_cells 4 \
    stdcell_count 8843 \
    rows 177 \
    io_pins 209 \
    power_frac_seq_pct 30.1 \
    drv_slew 0 \
    cts_resized 0 \
    gp_congestion 0.9169 \
    initial_core_util_pct 40.31 \
    async_flop_share_pct 0 \
    cp_common_cell "buf_4" \
    worstSetupStartpointType "primary input" \
    worst_slack_ns 2.742 \
    rsz0062_at_grt "false" \
    numSynthFlops 1984 \
    viasPerCell 6.279 \
    untimed_endpoints 3968 \
    use_met3_pct 20.20 \
    initialDrtViolationCount 3766 \
    synth-edff-count 1984 \
    arrival_ns 6.54 \
    p_per_area_mw_per_mm2 21.31 \
    worstSetupPathType "primary input to output pin" \
    grt_pass1_wl_um 433100 \
    busiest_layer "met2" \
    die_x_um 486.5 \
    drc 0 \
    p_leak_nw 32.96 \
    crit_path_cell_trace "buf_8, buf_4, buf_4, buf_4, mux4_2, o2111ai_1, nand4_1, clkdlybuf4s50_1" \
    ff_type "edfxtp_1" \
    cp_slowest_cell "buf_4" \
    hpwl_um 189000 \
    dieArea_mm2 0.2367 \
    p_int_mw 1.147 \
    wl_per_cell_um 34.93 \
    placed_cells 8841 \
    clockPowerShare_pct 0 \
    cp_max_fo 57 \
    place_ws_ns 2.793 \
    ant_nets 0 \
    cap_violations 0 \
    postRouteWirelength_um 308900 \
    syn_area_mm2 0.09391 \
    endpoint "ReadData1[20]" \
    vias 55524 \
    setup_total_negative_slack_ns 0 \
    p_sw_uw 961.1 \
    cts_setup_buffers 0 \
    synth_cell_types 61 \
    grt_use_met1_pct 32.79 \
    antenna_found_initial 10 \
    crit_path_end_kind "output pin" \
    final_layout_size_suffix_gt1_share_pct 12.45 \
    slowest_delay_ns 0.66 \
    ys_cells 5801 \
    syn_to_final_growth_pct 5.344 \
    layout_top_cell "edfxtp_1" \
    power.total_mw 2.108 \
    final_cell_mix "edfxtp_1 (1,984), mux2i_1 (1,402), o22ai_1 (307), mux4_2 (277), buf_4 (272)" \
    startpoint "ReadRegister1[2]" \
    coreArea_mm2 0.2330 \
    worst_ep_required_time_ns 9.28 \
]
per-stage QoR:
stage               hold slack (ns)  cell area (um^2)  util [%]
floorplan                     5.189             93910         -
global placement              5.721             98920     42.46
detailed placement            5.727             98920     42.46
CTS                           5.730             98920     42.46
global route                  5.752             98920     42.46
finish                        5.679             98920     42.46
synth_stat cells (42+ instances only):
cell type,instances,share of area (%)
buf_2,150,0.80
o22ai_1,307,2.0
clkbuf_1,134,0.54
buf_4,211,1.7
buf_6,61,0.73
mux4_2,277,6.6
o221ai_1,61,0.57
mux2i_1,1402,15
nand4_1,95,0.63
edfxtp_1,1984,63
a22oi_1,251,2.0
nand2_1,120,0.48
nor4_1,42,0.28
a211oi_1,56,0.45
nor2_1,129,0.52
worst min path at each step:
stage / from / end / slack [ns]
4_1_cts: ReadRegister2[2] / ReadData2[7] / 5.73
5_1_grt: ReadRegister2[2] / ReadData2[7] / 5.75
6_report: ReadRegister2[2] / ReadData2[7] / 5.68
worst max-delay path, delay by kind of cell:
family	cells	cell delay, ns
AND-OR/OR-AND	1	0.42
buffers and inverters	5	2.72
multiplexers	1	0.58
AND/OR/NAND/NOR	1	0.26
power by group through the flow:
stage	Clock (mW)	Sequential [mW]	Combinational (mW)
CTS	0	0.635	1.47
finish	0.0000000233	0.636	1.47
global route	0.0000000232	0.646	1.56
layout make-up:
class	count	area (um^2)
Fill cell	20481	134100
Timing Repair Buffer	491	4373
Antenna cell	2	5.005
Sequential cell	1984	59580
Multi-Input combinational cell	3198	30910
Inverter	36	142.6
Tap cell	3132	3919
cell families after synthesis:
logic type	count (synthesis)	share of synthesized area (%)
flip-flops	1984	63.44
multiplexers	1707	21.92
AND-OR/OR-AND	895	6.826
buffers and inverters	619	4.190
AND/OR/NAND/NOR	596	3.617
layer usage:
layer | routed length, um | up-vias
li1 | - | 23238
met1 | 100200 | 27937
met2 | 143600 | 3747
met3 | 52570 | 573
met4 | 11880 | 29
met5 | 541 | -
Power is estimated from default activity; no workload was simulated.
