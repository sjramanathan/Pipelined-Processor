<file path="flow/config.mk">
export PLATFORM = sky130hd
export DESIGN_NAME = alu
export DESIGN_NICKNAME = alu
export VERILOG_FILES = /design/flow/design.v
export SDC_FILE = /design/flow/constraint.sdc
export NUM_CORES = 4
export LEC_CHECK = 1
export CORE_UTILIZATION = 40
</file>
<file path="flow/constraint.sdc">
current_design alu

set clk_period 46.1
set clk_io_pct 0.2

create_clock -name clk0 -period $clk_period

set non_clock_inputs [all_inputs -no_clocks]
set_input_delay [expr $clk_period * $clk_io_pct] -clock clk0 $non_clock_inputs
set_output_delay [expr $clk_period * $clk_io_pct] -clock clk0 [all_outputs]
</file>
<file path="flow/design.v">
`timescale 10ps/1fs
module alu (A, B, cntrl, result, negative, zero, overflow, carry_out);
	input logic [63:0] A, B;
	input logic [2:0]  cntrl;
	output logic [63:0] result;
	output logic negative, zero, overflow, carry_out;
   logic [62:0] aluConnect;
	alu_1bit firstAlu (.a(A[0]), .b(B[0]), .out(result[0]), .Cin(cntrl[0]), .Cout(aluConnect[0]), .en(cntrl[2:0]));
	genvar i;
	generate 
		for (i = 1; i < 63; i++) begin: makeAlu
			alu_1bit largeAlu (.a(A[i]), .b(B[i]), .out(result[i]), .Cin(aluConnect[i - 1]), .Cout(aluConnect[i]), .en(cntrl[2:0]));
		end
	endgenerate
	alu_1bit sixtyFourthAlu (.a(A[63]), .b(B[63]), .out(result[63]), .Cin(aluConnect[62]), .Cout(carry_out), .en(cntrl[2:0]));
	zero_flag check (.result, .checkZero(zero));
	assign negative = result[63];
	xor #5 overflowCheck (overflow, carry_out, aluConnect[62]);
endmodule
`timescale 10ps/1fs
module alu_1bit (a, b, out, Cin, Cout, en);
	input logic [2:0] en;
	input logic  a, b, Cin;
	output logic out, Cout;
	logic [3:0] result;
	logic bBar, actualB;
	and #5 and1 (result[0], b, a);
	or  #5 or1  (result[1], b, a);
	xor #5 xor1 (result[2], b, a);
	not #5 not1 (bBar, b);
	fullAdder_1bit submodule1 (.a, .b(actualB), .out(result[3]), .Cin, .Cout);
	mux2_1 mux1 (.in({bBar, b}), .sel(en[0]), .out(actualB));
	mux8_1  submodule2 (.in({1'b0, result[2:0], result[3], result[3], 1'b0, b}), .sel(en[2:0]), .out);		
endmodule
module alu_1bit_testbench();
	logic a, b, Cin;
	logic out, Cout;
	logic [2:0] en;
	logic bBar;
	alu_1bit dut (.a, .b, .out, .Cin, .Cout, .en);
	integer i;
	initial begin
		a = 1'b0; b = 1'b0; Cin = 1'b0; bBar = ~b; #100;
		$display("%t testing addition", $time);
			en = 3'b010; #100;
			for(i=0; i<8; i++) begin
					{a, b, Cin} = i; bBar = ~b; #100;
			end
		$display("%t testing subtraction", $time);
			a = 1'b0; b = 1'b0; Cin = 1'b0; #100;
			en = 3'b011; #100;
			for(i=0; i<8; i++) begin
				{a, b, Cin} = i; bBar = ~b; #100;
			end
		$display("%t testing and", $time);
			a = 1'b0; b = 1'b0; Cin = 1'b0; #100;
			en = 3'b100; #100;
			for(i=0; i<8; i++) begin
				{a, b, Cin} = i; #100;
			end
		$display("%t testing or", $time);
			a = 1'b0; b = 1'b0; Cin = 1'b0; #100;
			en = 3'b101; #100;
			for(i=0; i<8; i++) begin
				{a, b, Cin} = i; #100;
			end
		$display("%t testing xor", $time);
			a = 1'b0; b = 1'b0; Cin = 1'b0; #100;
			en = 3'b110; #100;
			for(i=0; i<8; i++) begin
				{a, b, Cin} = i; #100;
			end
	end
endmodule
`timescale 10ps/1fs
module fullAdder_1bit(a, b, out, Cin, Cout);
	input logic a, b, Cin;
	output logic out, Cout;
	logic [3:0] x, w;
	xor #5 xor1 (out, b, a, Cin);
	and #5 and1 (w[1], a, b);
	and #5 and2 (w[2], a, Cin);
	and #5 and3 (w[3], b, Cin);
	or  #5 or1  (Cout, w[1], w[2], w[3]);  
endmodule 
module fullAdder_1bit_testbench();
	logic a, b, out, Cin, Cout;
	fullAdder_1bit dut (.a, .b, .out, .Cin, .Cout);
	integer i;
	initial begin
		for(i=0; i<8; i++) begin
			{a, b, Cin} = i; #100;
		end
	end
endmodule
`timescale 10ps/1fs
module mux2_1 (in, sel, out);
	input logic [1:0] in;
	input logic sel;
	output logic out;
	wire [2:0] w;
	not #5 not1 (w[0], sel);
	and #5 and1 (w[1], w[0], in[0]);
	and #5 and2 (w[2], sel, in[1]);
	or  #5 or1  (out, w[1], w[2]);
endmodule
module mux2_1_testbench();
	logic [1:0] in;
	logic sel;
	logic out;
	mux2_1 dut (.in, .sel, .out);
	initial begin 
		sel = 0; in[0] = 0; in[1] = 0; #100;
		         in[0] = 1;				 #100;
		sel = 1; in[0] = 0;            #100;
		         in[0] = 1;            #100;
		                    in[1] = 1; #100;
	end
endmodule
`timescale 10ps/1fs
module mux8_1 (in, sel, out);
	input logic [7:0] in;
	input logic [2:0] sel;
	output logic out;
	logic [1:0] mout;
   mux_4_1 mux1 (.in(in[3:0]), .sel(sel[1:0]), .out(mout[0]));
	mux_4_1 mux2 (.in(in[7:4]), .sel(sel[1:0]), .out(mout[1]));
	mux2_1 mux3 (.in(mout[1:0]), .sel(sel[2]), .out(out));
endmodule
module mux8_1_testbench();
	logic [7:0] in;
	logic [2:0] sel;
	logic out;
	mux8_1 dut (.in, .sel, .out);
	integer i;
	initial begin 
		sel[2:0] = 3'b000;
		in[7:0] = 8'b00000000;
		for(i=0; i<9; i++) begin
			{sel[2], sel[1], sel[0]} = i; #100;
			in = 8'b00000001; #100;
			in = 8'b00000010; #100;
			in = 8'b00000100; #100;
			in = 8'b00001000; #100;
			in = 8'b00010000; #100;
			in = 8'b00100000; #100;
			in = 8'b01000000; #100;
			in = 8'b10000000; #100;
		end
	end
endmodule
`timescale 10ps/1fs
module mux_4_1(in, sel, out);
	input logic [3:0] in;
	input logic [1:0] sel;
	output logic out;
	wire[5:0] w;
	not #5 not1 (w[0], sel[0]);
	not #5 not2 (w[1], sel[1]);
	and #5 and1 (w[2], in[0], w[0], w[1]);
	and #5 and2 (w[3], in[1], sel[0], w[1]);
	and #5 and3 (w[4], in[2], w[0], sel[1]);
	and #5 and4 (w[5], in[3], sel[0], sel[1]);
	or  #5 or1  (out, w[2], w[3], w[4], w[5]);
endmodule
module mux_4_1_testbench();
	logic [3:0] in;
	logic [1:0] sel;
	logic out;
	mux_4_1 dut (.in, .sel, .out);
	initial begin
	in[0] = 0; in[1] = 0; in[2] = 0; in[3] = 0; sel[0] = 0; sel[1] = 0; #100;
	in[0] = 1;																			  #100;
	in[0] = 0;																			  #100;
	                                            sel[0] = 1;				  #100;
	           in[1] = 1;															  #100;
	           in[1] = 0;															  #100;
	sel[0] = 0;                                             sel[1] = 1; #100;
	                      in[2] = 1;                                    #100;
	                      in[2] = 0;                                    #100;
	                                            sel[0] = 1;             #100;
	                                 in[3] = 1;                         #100;
	                      in[2] = 1; in[3] = 0;                         #100;
	end
endmodule
`timescale 10ps/1fs
module nor_16x1(result, checkZero);
	input logic [15:0] result;
   output logic checkZero;
	logic [3:0] x;
	or #5 or1 (x[0], result[3], result[2], result[1], result[0]);
	or #5 or2 (x[1], result[7], result[6], result[5], result[4]);
	or #5 or3 (x[2], result[11], result[10], result[9], result[8]);
	or #5 or4 (x[3], result[15], result[14], result[13], result[12]);
	nor #5 nor1 (checkZero, x[0], x[1], x[2], x[3]);
endmodule
module nor_16x1_testbench();
	logic [15:0] result;
	logic checkZero;
   nor_16x1 dut (.result, .checkZero);
	integer i;
	initial begin 
		result = 16'h0000; #100;
		for(i=0; i<255; i++) begin
			result=i; #100;
			result[15:8]=i; result[7:0]=8'h00; #100;
		end
	end
endmodule
`timescale 10ps/1fs
module zero_flag(result, checkZero);
	input logic [63:0] result;
	output logic checkZero;
   logic [3:0] norTemp;
	nor_16x1 nor1 (result[15:0], norTemp[0]);
	nor_16x1 nor2 (result[31:16], norTemp[1]);
	nor_16x1 nor3 (result[47:32], norTemp[2]);
	nor_16x1 nor4 (result[63:48], norTemp[3]);
	and #5 and1 (checkZero, norTemp[0], norTemp[1], norTemp[2], norTemp[3]);
endmodule
module zero_flag_testbench();
	logic [63:0] result;
	logic checkZero;
	zero_flag dut (.result, .checkZero);
	integer i;
	initial begin 
		result = 64'h0000000000000000; #100;
		result = 64'hFFFFFFFFFFFFFFFF; #100;
		for(i=0; i<100; i++) begin
			result=i; #100;
		end
	end
endmodule
</file>
<file path="flow/run.sh">
#!/bin/bash
# OpenROAD 26Q1-2900-gdf79404cd8, Yosys 0.63+post, stock flow scripts
make -C /OpenROAD-flow-scripts/flow DESIGN_CONFIG=/design/flow/config.mk WORK_HOME=/design/flow/orfs finish
</file>
==> ci_impl_report.md <==
## PnR job results

| Metric | Value |
|---|---|
| GP Congestion | `0.866` |
| Setup Fix Bufs, Post-CTS | `0` |
| Starting density of the core | `40.9%` |
| Core area | `18,700 um2` |
| Hold Crit Endpoint | `result[0]` |
| CP required | `36.88 ns` |
| DRT Wirelength | `19,200 um` |
| RSZ-0062 raised after global routing | `false` |
| Fin crit period | `45.21 ns` |
| Routed via count | `6,117` |
| GRT Overall Usage | `21.1%` |
| Avg Cell Area, Syn | `8.51 um2` |
| Worst Hold Class | `primary input to output port` |
| Fillcell total | `1,731` |
| Worst Max-Slew Pin Slew | `0.733 ns` |
| First-pass GRT wire length | `31,700 um` |
| # Cells Yosys | `899` |
| Largest net degree at the start of global routing | `71` |
| Hold Startpoint | `B[0]` |
| Final slew viol count | `0` |
| Vias in the first global route | `5,997` |
| Most instantiated logic cells after routing | `clkdlybuf4s50_1, inv_1, ha_1` |
| Max-cap violations | `0` |
| Die area | `19,700 um2` |
| I/O Pins | `199` |
| CP Max Fanout | `3` |
| Worst hold stages | `4` |
| Die width | `140 um` |
| Hold Fails Final Rpt | `0` |
| Post-DP HPWL | `15,800 um` |
| Dpl cell area | `9310 um2` |
| Post-Syn Area | `7650 um2` |
| Design Area, Final | `9350 um2` |
| Slowest stage delay, CP | `0.51 ns` |
| Worst slew margin | `50.7%` |
| Post-synth area from yosys stat | `7650 um2` |
| Peak VDD IR | `8.04 uV` |
| Seq share, synth | `0%` |
| Cells after Synth | `899` |
| 1st-pass router iterations | `4` |
| Yosys synthesis warning count | `0` |
| Commonest Layout Cell | `clkdlybuf4s50_1` |
| Status | `complete, no violations` |
| Grt total ovfl | `0` |
| Cell mode on critical path | `fa_1` |
| Startpoint Class | `primary input` |
| Setup violations, final | `0` |
| Diode count | `0` |
| Die height | `140 um` |
| Number of DRC markers in iteration 0 | `221` |
| Leak | `4.60 nW` |
| Antenna Nets Post-Route | `0` |
| Synth-to-layout area growth | `22.2%` |
| Max Clock Freq | `22.1 MHz` |
| Initial antenna violation count | `0` |
| CP max stage cell | `clkdlybuf4s50_1` |
| # DRC | `0` |
| Netlist cell types | `29` |
| OpenROAD warnings | `96` |
| Clock buf count | `0` |
| Routed len/inst | `15.6 um` |
| Row count | `50` |
| Seq_cells | `0` |
| Crit share post-route | `98.1%` |
| Worst setup path category | `primary input to output port` |
| Power Density | `11.1 nW/um2` |
| Ratio of cells with drive above 1 in the final layout | `5.61%` |
| Setup TNS | `0 ns` |
| Port-buffer cells | `199` |
| Avg Vias per Cell | `4.97` |
| Critical path data arrival time | `35.99 ns` |
| FF/Latch Area | `0 um2` |
| Worst Setup End Kind | `output port` |
[what timing repair did]
action / 4_1_cts / 5_1_grt
resized: 0 / 12
hold buffers: 0 / 0
endpoints found under the setup margin: 0 / 1
[cell usage after synthesis]
cell type / number / area [um2]
ha_1: 191 / 2390
inv_1: 191 / 717
buf_4: 67 / 503
nor2b_1: 64 / 400
fa_1: 63 / 1260
mux4_2: 32 / 721
nand2_1: 32 / 120
nor2_1: 32 / 120
nand2b_1: 30 / 188
o21ai_0: 30 / 150
a211o_1: 29 / 254
a211oi_1: 29 / 218
a31oi_1: 29 / 181
clkbuf_1: 18 / 67.6
buf_2: 16 / 80.1
nor4_1: 16 / 100
buf_1: 7 / 26.3
a21oi_1: 4 / 20.0
nand4_1: 4 / 25.0
o21ai_1: 4 / 20.0
a22oi_1: 2 / 15.0
mux2i_1: 2 / 20.0
a2111oi_0: 1 / 8.76
a21o_1: 1 / 7.51
a2bb2oi_1: 1 / 8.76
and2_1: 1 / 6.26
inv_2: 1 / 3.75
o211ai_1: 1 / 7.51
xor2_1: 1 / 8.76
[worst max path at each step]
stage | cells past startpoint | start | slack [ns] | to
4_1_cts | 72 | B[0] | 0.16 | zero
5_1_grt | 72 | B[1] | 0.06 | zero
6_report | 72 | B[1] | 0.89 | zero
[where the power goes]
part | switching, mW | internal (mW) | total, mW
clock network | 0 | 0 | 0
logic | 0.0467 | 0.0571 | 0.104
registers | 0 | 0 | 0
total | 0.0467 | 0.0571 | 0.104
[kinds of logic after synthesis]
| logic type | after synthesis | synth area share, % |
|---|---|---|
| adders and majority gates | 254 | 47.7 |
| xor gates and xnor gates | 1 | 0.115 |
| and+or+nand+nor | 179 | 12.5 |
| buffers and inverters | 300 | 18.3 |
| muxes | 34 | 9.68 |
| AOI/OAI and AO/OA | 131 | 11.6 |
[layer usage]
metal	share of wire (%)	global-route usage, %
met5	0	0
met4	0.30	0.578
met3	6.7	4.21
met2	46	33.5
met1	47	32.2
[critical path: cells and delay by family]
| kind | cells | cell delay (ns) |
|---|---|---|
| adder cells (fa/ha/maj) | 64 | 24.77 |
| AND/OR/NAND/NOR | 3 | 0.66 |
| buffers and inverters | 3 | 1.02 |
| AND-OR/OR-AND | 2 | 0.32 |
[final cells by class]
class	instances	area (um2)	share of cell area, %
inverters	192	722	7.72
repair buffers	207	2050	21.9
well taps	234	293	3.13
multi-input cells	599	6290	67.3
[through the flow]
step	cells	setup WS, ns	hold slack, ns	util [%]	total power, mW
6_report	1232	0.891	19.34	50.0	0.104
5_1_grt	1232	0.0601	19.38	50.0	0.119
4_1_cts	1232	0.162	19.41	49.8	0.105
3_5_place_dp	1232	0.205	19.42	49.8	0.104
3_3_place_gp	1232	0.476	19.42	49.8	0.104
2_1_floorplan	899	1.23	18.60	-	0.0645
Power figures rest on the tool's default switching activity, not on a simulated workload.
